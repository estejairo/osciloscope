===== flow/run.sh =====
#!/bin/bash
# OpenROAD 26Q1-2900-gdf79404cd8, Yosys 0.63+post, stock flow scripts
make -C /OpenROAD-flow-scripts/flow DESIGN_CONFIG=/design/flow/config.mk WORK_HOME=/design/flow/orfs finish

===== flow/config.mk =====
export PLATFORM = sky130hd
export DESIGN_NAME = barra_movil_horizontal
export DESIGN_NICKNAME = barra_movil_horizontal
export VERILOG_FILES = /design/flow/design.v
export SDC_FILE = /design/flow/constraint.sdc
export NUM_CORES = 4
export LEC_CHECK = 1
export CORE_UTILIZATION = 50

===== flow/constraint.sdc =====
current_design barra_movil_horizontal

set clk_period 3.9
set clk_io_pct 0.2

create_clock -name clk0 -period $clk_period [get_ports {clk_fpga}]

set non_clock_inputs [all_inputs -no_clocks]
set_input_delay [expr $clk_period * $clk_io_pct] -clock clk0 $non_clock_inputs
set_output_delay [expr $clk_period * $clk_io_pct] -clock clk0 [all_outputs]

===== flow/design.v =====
`timescale 1ns / 1ps
module anti_rebote(clk,reset,entrada_sincronica,salida_desrebotada);
	input clk,reset,entrada_sincronica;
	output reg salida_desrebotada;
	reg salida_desrebotada_s;
	reg [22:0] contador = 23'd0;
	reg [22:0] contador_s;
	always@(*)
			if (entrada_sincronica)
				if (contador == 23'd5000000)
					contador_s = contador;
				else
					contador_s = contador + 23'd1;
			else
				contador_s = 23'd0;
	always@(posedge clk or posedge reset)
		if (reset) 
			contador <= 23'd0;
		else
			contador <= contador_s;
	always @(*)
		if (contador == 23'd5000000)
			salida_desrebotada_s = 1'b1;
		else
			salida_desrebotada_s = 1'b0;
	always @(posedge clk or posedge reset)
		if (reset)
			salida_desrebotada <= 1'b0;
		else
			salida_desrebotada <= salida_desrebotada_s;
endmodule
`timescale 1ns / 1ps
module barra_movil_horizontal(clk_fpga, rst, btn_up, btn_down, vc_visible, in_horizontal_line);
	input clk_fpga, rst, btn_up, btn_down;
	input [10:0] vc_visible;
	output in_horizontal_line;
 	sincronizador boton_up_sincronico(clk_fpga,rst,btn_up,btn_up_sincronico);
 	anti_rebote boton_up_debounced(clk_fpga,rst,btn_up_sincronico,btn_up_debounced);
	sincronizador boton_down_sincronico(clk_fpga,rst,btn_down,btn_down_sincronico);
 	anti_rebote boton_down_debounced(clk_fpga,rst,btn_down_sincronico,btn_down_debounced);
	reg [10:0] posicion_vertical_next;
	reg [10:0] posicion_vertical = 11'd384;
 	always @(*) 
 		case({btn_up_debounced,btn_down_debounced})
 			2'b01: posicion_vertical_next = (posicion_vertical==11'd756)?posicion_vertical:posicion_vertical + 11'd12;
 			2'b10: posicion_vertical_next = (posicion_vertical==11'd12)?posicion_vertical:posicion_vertical - 11'd12;
 			default: posicion_vertical_next = posicion_vertical;
 		endcase
 	always @(posedge clk_fpga or posedge rst)
 		if (rst)
 			posicion_vertical <= 11'd384;
 		else
 			posicion_vertical <= posicion_vertical_next;
	assign in_horizontal_line=(vc_visible==posicion_vertical);
endmodule 
`timescale 1ns / 1ps
module sincronizador(clk,reset,entrada_asincronica,salida_sincronica);
	input clk,reset,entrada_asincronica;
	output salida_sincronica;
	reg[2:0] flip_flops = 3'd0;
	always@ (posedge clk or posedge reset)
	begin
		if (reset) 
			flip_flops <= 3'd0;
		else flip_flops <= {flip_flops[1],flip_flops[0],entrada_asincronica};
	end
	assign salida_sincronica = flip_flops[2];
endmodule

==> run_results.csv <==
group,metric,value,unit
outcome,status,"finished, final reports clean",
timing,setup_total_negative_slack,0,ns
cells_and_area,syn_to_final_growth,11.4,%
yosys,yosys.area.top_type_share,0.428,
power,internal_power,0.00107,W
clock_tree,cts-buffers-inserted,9,
clock_tree,clk_latency,0.34,ns
placement,place_hpwl,4.81,mm
clock_tree,clock_sink_count,63,
cells_and_area,post_route_cells_drive_above_1_share,0.0871,
cells_and_area,utilization,0.582,
routing,wirelength,7.07,mm
hold_path,min-delay-path-class,"flop to flop",
placement,placement.setup.worst_slack,0.818,ns
floorplan,io_pins,16,
run,log.warning_count,29,
floorplan,num_rows,30,
clock_tree,cts-root-to-sink-buffers,2,
timing,finalHoldViolCount,0,
global_routing,grt_first_pass_wirelength,12.3,mm
yosys,synth-warning-count,7,
yosys,yosys-stat-cells,362,
hold_path,timing.hold.worst.start,"boton_up_sincronico.flip_flops[0]",
routing,insertedDiodeCount,0,
clock_tree,clock_tree_from_tritoncts,"built",
clock_tree,cts-htree-levels,3,
routing,route.antenna.remaining_nets,0,
routing,viasPerCell,5.60,
power,power_switching_share,0.227,
critical_path,critical_path.startpoint_type,"input port",
floorplan,chip_height,86.5,um
placement,place_inst,459,
yosys,syn-mean-instance-area,9.86,um^2
timing,timing.hold.ws,0.350,ns
power,power_per_cell_area,347,nW/um^2
timing,skew,0.00903,ns
global_routing,antenna_found_initial,0,
timing,count_of_pins_over_their_slew_limit,0,
routing,route.detailed.drc,0,
global_routing,first_global_vias,2574,
critical_path,path_max_fanout,1,
yosys,synthFlopType,"sky130_fd_sc_hd__dfrtp_1",
routing,first_pass_iters,4,
yosys,yosys.cell_count.top_type,"sky130_fd_sc_hd__dfrtp_1",
yosys,enable_flop_cells,0,
yosys,leading_post_synthesis_cells_by_cell_area,"sky130_fd_sc_hd__dfrtp_1, sky130_fd_sc_hd__xor2_1, sky130_fd_sc_hd__xnor2_1, sky130_fd_sc_hd__or4_1, sky130_fd_sc_hd__a21oi_1",
critical_path,arrival_time_reported_for_the_critical_path_endpoint,2.31,ns
placement,place.port_buffers,15,
timing,rsz0062_at_grt,"no",
floorplan,die_w,86.5,um
critical_path,criticalPathCategory,"input port to output pin",
timing,finalClockPeriodUsage,0.792,
critical_path,startpoint,"vc_visible[5]",
yosys,synth_async_sr_flop_share,1.00,
yosys,post_synth_most_frequent_cells,"sky130_fd_sc_hd__dfrtp_1, sky130_fd_sc_hd__nor2_1, sky130_fd_sc_hd__nand2_1",
power,p_comb_frac,0.044,
yosys,yosysChipArea,3570,um^2
routing,via_count,2658,
yosys,synth_flops,63,
power,clock_power_share,0.471,
timing,count_of_endpoints_failing_setup_in_the_final_report,0,
yosys,yosysSeqAreaShare,0.442,
timing,worst_slew_pin_slew,0.644,ns
clock_tree,post_cts_resize_count,0,
timing,fmax,0.324,GHz
routing,starting_drt_drc_count,170,
global_routing,overflow,0,
timing,finalWorstPathRequiredPeriod,3.09,ns
clock_tree,postCtsHoldBufs,0,
yosys,yosys.cell_types.count,49,
critical_path,worst_path_required_time,3.12,ns
global_routing,gr-usage-all-layers,0.216,
yosys,yosysTopAreaCell,"sky130_fd_sc_hd__dfrtp_1",
cells_and_area,post_layout_nonfiller_instances,475,
yosys,syn_inst,362,
clock_tree,clock_tree.root_cell,"sky130_fd_sc_hd__clkbuf_8",
power,net-switching-power,0.000313,W
critical_path,r2r-start,"posicion_vertical[2]",
power,cellLeakagePower,1.58,nW
clock_tree,post_cts.repair.setup_buffers,0,
routing,drt-wirelength-per-cell,14.9,um
timing,max-slew-margin-rel,0.571,
floorplan,coreArea,6830,um^2
placement,place.gp.congestion,0.872,
floorplan,total_die_size,7480,um^2
yosys,synth_area,3570,um^2
timing,finalWorstSetupSlack,0.812,ns
critical_path,endpoint_kind,"output pin",
floorplan,floorplanUtilization,0.523,
power,ir_drop,0.000172,V
power,seqPwrFrac,0.485,
clock_tree,clk_pin_slew_worst_paths,0.07,ns
run,drv_cap,0,
global_routing,maximum_number_of_pins_on_one_net_before_global_route_repair,26,
[path summary, 6_finish.rpt]
kind / end / slack, ns / depth (start not counted)
min in group asynchronous: posicion_vertical[4] / 0.77 / 2
max in group asynchronous: posicion_vertical[7] / 2.40 / 3
worst min-delay path: boton_up_sincronico.flip_flops[1] / 0.35 / 0
worst max-delay path: in_horizontal_line / 0.81 / 5
worst max register to register: posicion_vertical[9] / 1.85 / 5
worst min register to register: boton_up_sincronico.flip_flops[1] / 0.35 / 0
[worst max-delay path, stage by stage]
cell	delay, ns
sky130_fd_sc_hd__clkdlybuf4s50_1	0.41
sky130_fd_sc_hd__xor2_1	0.14
sky130_fd_sc_hd__or3_1	0.31
sky130_fd_sc_hd__nor3_1	0.17
sky130_fd_sc_hd__clkdlybuf4s50_1	0.49
[layout make-up]
type                       instances  area, um^2
sequential                        63        1580
timing repair buffer              17         165
fill                             601        2860
inverter                          15        56.3
multi-input combinational        268        1830
clock buffer                      10         138
clock inverter                     6        92.6
tap                               96         120
[flip-flops by register name, summed over array words and instances (netlist names)]
| name | flops |
|---|---|
| boton_down_debounced.contador | 23 |
| boton_up_debounced.contador | 23 |
| posicion_vertical | 9 |
| boton_down_sincronico.flip_flops | 3 |
| boton_up_sincronico.flip_flops | 3 |
| boton_down_debounced.salida_desrebotada | 1 |
| boton_up_debounced.salida_desrebotada | 1 |
[layer usage]
layer  vias to the layer above  global-route usage  wire length (um)
met4                         0              0.0288                47
met3                         4              0.0367               200
met2                        28               0.321              3310
met1                      1278               0.360              3510
li1                       1348                   -                 -
met5                         -                   0                 0
[stage by stage]
| stage | cell area (um^2) | power (W) |
|---|---|---|
| 2_1_floorplan | 3570 | 0.000716 |
| 3_3_place_gp | 3750 | 0.000743 |
| 3_5_place_dp | 3750 | 0.000744 |
| 4_1_cts | 3980 | 0.00140 |
| 5_1_grt | 3980 | 0.00144 |
| 6_report | 3980 | 0.00138 |
[cells by family after synthesis]
kind of cell | Yosys count | share of synthesized area
buffers and inverters | 31 | 0.0463
adder cells (fa/ha/maj) | 7 | 0.0245
multiplexers | 7 | 0.0196
AND/OR/NAND/NOR | 163 | 0.285
XOR/XNOR | 36 | 0.0883
flip-flops | 63 | 0.442
AND-OR/OR-AND | 55 | 0.0943
[power groups by stage]
| stage | clock network (W) | registers, W | logic [W] |
|---|---|---|---|
| finish | 0.000651 | 0.000670 | 0.0000604 |
| global route | 0.000699 | 0.000671 | 0.0000691 |
| CTS | 0.000668 | 0.000670 | 0.0000624 |
[placed cells by master, fill, tap and decap left out, drive strengths merged, types with 3 or more instances in the layout]
master,count
nor2,25
and2,4
clkinv,3
o31ai,12
clkbuf,10
nand2,25
or4,14
mux2i,7
nand3,17
xnor2,17
nor4,14
a21oi,20
and3,4
clkdlybuf4s50,15
or3,6
nand4,15
inv,14
nor3,7
nor4b,6
o22ai,5
ha,7
and4,8
dfrtp,61
xor2,19
o21ai,11
nand2b,8
Power figures rest on the tool's default switching activity, not on a simulated workload.
