$ cat design.v
`timescale 1ns / 1ps
module frecuencia(modo,clk_in,clk_out);
	input clk_in;
	input [1:0] modo;
	output reg clk_out;
	reg clk_out_s;
	reg [23:0] contador = 24'd0;
	reg [23:0] contador_s = 24'd0;
	always @(*)
		case (modo)
			2'b00: contador_s = (contador == 24'd1000000)?(24'd0):(contador+24'd1);
			2'b01: contador_s = (contador == 24'd100000)?(24'd0):(contador+24'd1);
			2'b10: contador_s = (contador == 24'd5000000)?(24'd0):(contador+24'd1);
			default: contador_s = (contador == 24'd1000000)?(24'd0):(contador+24'd1);
		endcase
	always @(posedge clk_in)
		contador <= contador_s;
	always @(*)
		if ((24'd0 <= contador)&&(contador <= 24'd2))
			clk_out_s = 1'b1;
		else
			clk_out_s = 1'b0;
	always @(posedge clk_in)
		clk_out <= clk_out_s;
endmodule
$ cat run.sh
#!/bin/bash
# OpenROAD 26Q1-2900-gdf79404cd8, Yosys 0.63+post, stock flow scripts
make -C /OpenROAD-flow-scripts/flow DESIGN_CONFIG=/design/flow/config.mk WORK_HOME=/design/flow/orfs finish
$ cat config.mk
export PLATFORM = sky130hd
export DESIGN_NAME = frecuencia
export DESIGN_NICKNAME = frecuencia
export VERILOG_FILES = /design/flow/design.v
export SDC_FILE = /design/flow/constraint.sdc
export NUM_CORES = 4
export LEC_CHECK = 1
export CORE_AREA = 10 10 101 101
export DIE_AREA = 0 0 111 111
$ cat constraint.sdc
current_design frecuencia

set clk_period 3.6
set clk_io_pct 0.2

create_clock -name clk0 -period $clk_period [get_ports {clk_in}]

set non_clock_inputs [all_inputs -no_clocks]
set_input_delay [expr $clk_period * $clk_io_pct] -clock clk0 $non_clock_inputs
set_output_delay [expr $clk_period * $clk_io_pct] -clock clk0 [all_outputs]
==> flow_summary.yaml <==
# yosys + openroad results
run_status:
  outcome: "finished, final reports clean"
worst_setup_path:
  crit_type: "in -> reg"
  worst_ep_required_time_ns: 3.73
  timing.critical_path.fanout_max: 24
  cp_data_arrival_time_ns: 2.68
  crit_path_start_kind: "input port"
  end_kind: "register"
clock_tree:
  clk_path_buf_depth: 2
  post_cts_buffers: 0
  cts_tree: "done"
  cts-buffers-inserted: 3
  htreeDepth: 1
  cts.hold.buffers_added: 0
  ctsResizeCount: 0
  clock_sink_count: 25
  cts.reportedPaths.clkPinSlew_ns: 0.08
  clkLatencyLatePin_ns: 0.26
  cts_root_buf: "clkbuf_8"
yosys:
  synth_cell_type_count: 31
  async_flop_share: 0
  synthTopCellsByArea: "dfxtp_1 37%, xor2_1 8.4%, nor2_1 6.1%, xnor2_1 5.8%, ha_1 4.6%"
  synth_stat.cells: 149
  enable_flop_cells: 0
  synthTopCellsByCount: "25 x dfxtp_1, 22 x nor2_1, 13 x xor2_1"
  synth_warnings: 1
  synthDominantAreaCellType: "dfxtp_1"
  ys.flops: 25
  synth_cell_area_sq_mm: 0.00136
  postSynthAreaPerCell_sq_um: 9.12
  yosys-stat-area_sq_mm: 0.00136
  top_area_frac: 0.368
  synthesis.instances: 149
  synth-seq-area-share: 0.368
  flop_cell: "dfxtp_1"
  synth_top_cell_by_count: "dfxtp_1"
final_timing:
  setup_repair_after_global_routing_missed_its_margin: "false"
  whs_ns: 0.523
  fmax_mhz: 391
  timing.slew.headroom: 0.536
  final.period_utilization: 0.710
  setup_total_negative_slack_ns: 0
  max_slew.worst_pin.slew_ns: 0.690
  timing_max_transition_violations_final: 0
  finalHoldViolCount: 0
  setup-violations-final: 0
  min_period_ns: 2.56
  fin_skew_ns: 0.00292
global_routing:
  pin_count_of_the_biggest_net_entering_global_routing: 25
  number_of_antenna_violations_at_the_first_check_in_global_routing: 0
  global_route_wire_length_before_repair_um: 4440
  vias_in_the_first_global_route: 967
  groute.usage.overall: 0.0409
  globalRoute.totalOverflow: 0
place:
  hpwlAfterDp_um: 1820
  place.gp.congestion: 0.821
  place.detailed.instances: 252
  portBuffers: 3
route:
  met2_wirelength_um: 1100
  drt_pre_antenna_iters: 4
  dr_total_vias: 979
  met1Wirelength_um: 1310
  detailroute.wirelength.met3_um: 70
  routed_wl_um: 2480
  dr.max_layer_used: "met3"
  insertedDiodeCount: 0
  drt_iter0_drc: 19
  route.detailed.wl_per_inst_um: 9.68
  drt-vias-per-instance: 3.82
  drc_violation_count_after_routing: 0
  drtAntennaViolNets: 0
die:
  chipArea_sq_mm: 0.0123
  num_io_pins: 4
  initial_utilization: 0.167
  design.core.area_sq_mm: 0.00813
  dieWidth_um: 111
  die_y_um: 111
  fp-row-count: 33
pwr:
  netSwitchingFraction: 0.264
  seq_power_share: 0.572
  power_density_mw_per_mm2: 377
  pwr-share-comb: 0.148
  ir_drop_uv: 122
  switching_power_uw: 151
  leakage_power_uw: 0.000544
  p_clk_frac: 0.280
  internal-power_uw: 422
layout:
  layout.cells.non_filler: 256
  areaGrowthSynthToFinish_pct: 12.0
  drive_above_1_share: 0.0993
run:
  max_cap_violations: 0
  warning_count: 28
min_path:
  worst_hold_path_type: "reg -> reg"
-- registers in the layout, summed over array words and instances (netlist names) --
| signal | cells |
|---|---|
| contador | 24 |
| clk_out | 1 |
-- layout make-up --
| class | instances | area, sq um |
|---|---|---|
| repair buffers | 3 | 30.0 |
| multi-input cells | 113 | 792 |
| inverters | 6 | 22.5 |
| well taps | 105 | 131 |
| clock buffers | 4 | 45.0 |
| fillers | 876 | 6610 |
| flip-flops and latches | 25 | 500 |
-- placed cells by master (no fill, tap or decap), types with 3 or more instances in the layout --
cell and n:
clkbuf_8 3, clkdlybuf4s50_1 3, dfxtp_1 25, ha_1 5, inv_1 6, nand2_1 10, nand3_1 11, nand4_1 5
nor2_1 22, nor3_1 11, nor4_1 4, xnor2_1 9, xor2_1 13
-- through the flow --
stage               total power (uW)  utilization  worst slack, ns  area [sq um]
floorplan                        394            -             1.59          1360
global placement                 419        0.182            0.868          1480
detailed placement               420        0.182            0.751          1480
CTS                              585        0.187             1.04          1520
global route                     610        0.187            0.837          1520
finish                           573        0.187             1.04          1520
-- final timing paths --
path	from	endpoint	slack, ns	cells past startpoint
hold reg to reg	contador[23]$_DFF_P_	contador[23]$_DFF_P_	0.52	2
setup reg to reg	contador[13]$_DFF_P_	contador[14]$_DFF_P_	1.63	5
setup / recovery	modo[0]	contador[14]$_DFF_P_	1.04	7
hold / removal	contador[23]$_DFF_P_	contador[23]$_DFF_P_	0.52	2
-- per-layer routing --
metal | vias up | global-route usage
met1 | 454 | 0.0573
met5 | - | 0
met3 | 0 | 0.0115
met2 | 8 | 0.0625
met4 | 0 | 0.00521
li1 | 517 | -
-- critical path: stages --
cell and delay (ns):
clkdlybuf4s50_1 0.48, inv_1 0.05, ha_1 0.31, nand4b_1 0.18, nor4_1 0.33, o21a_2 0.48, nor3_1 0.12
-- power by group through the flow --
stage	Clock (uW)	Sequential, uW	Combinational (uW)
after CTS	170	328	86.8
after global routing	179	333	98.8
final	161	328	84.7
-- cells by family after synthesis --
family          share of synthesized area
simple gates                        0.376
flops                               0.368
xor+xnor                            0.142
buf+inv                            0.0488
fa+ha+maj                          0.0460
compound gates                     0.0193
Power figures rest on the tool's default switching activity, not on a simulated workload.
